--- flow/run.sh ---
#!/bin/bash
# OpenROAD 26Q1-2900-gdf79404cd8, Yosys 0.63+post, stock flow scripts
make -C /OpenROAD-flow-scripts/flow DESIGN_CONFIG=/design/flow/config.mk WORK_HOME=/design/flow/orfs finish
--- flow/design.v ---
`timescale 1ns / 1ps
module ppi_mux(dataout, framesync, LED7, LED6, ppi_clk, adc_clk, data1, data2, PPI_Enable, MINS_CLK5, MINS_CLK2, CLK25M);
	input [12:0] data1, data2;  
	input MINS_CLK2, MINS_CLK5, PPI_Enable, CLK25M;  
	output [15:0] dataout;
	output framesync, ppi_clk, adc_clk, LED7, LED6;
	reg [15:0] dataout;
	reg [12:0] data1hold,data2hold;
	reg [2:0] pipeline_delay_count;
	reg CLK2, LED7, state, framesync, start_PPI;
	reg [14:0] fscount;
	reg [5:0] delay_count;
	initial CLK2 = 0;
	initial fscount = 0;
	always @ (negedge ppi_clk) begin
		CLK2 <= ~CLK2;
		if(start_PPI && framesync)
			fscount<=fscount+1;
		else if (start_PPI && ~framesync)  
			fscount<=1;
		else  
			fscount<=0;
	end
	initial pipeline_delay_count = 3'b000; 
	initial LED7 = 0;	
	initial state = 0;
	initial start_PPI=0;
	always @ (negedge adc_clk) begin
		if((PPI_Enable || (pipeline_delay_count > 3'b000)) && pipeline_delay_count < 3'b100) begin
			pipeline_delay_count <= pipeline_delay_count + 1;  
		end
		else if(((pipeline_delay_count == 3'b100) && ~PPI_Enable)) begin
			pipeline_delay_count <= 3'b000;  
		end
		if(pipeline_delay_count == 3'b100) start_PPI <= 1;
		else start_PPI <=0;
		LED7 <= start_PPI;  
	end
	assign LED6 = PPI_Enable;
	assign #7.5 adc_clk = ~CLK2; 	
	always @ (posedge CLK2) begin
		#7.5 data1hold <= data1;
		#7.5 data2hold <= data2;
	end
	always @ (posedge CLK25M) begin
		dataout[11:0] <= (CLK2) ? data1hold[11:0] : data2hold[11:0];  
		dataout[15:13] <= fscount[2:0];  
		dataout[12] <= (fscount[7:0]==8'b0000_0000);  
	end
	initial delay_count = 0;
	always @ (posedge CLK25M) begin
		if (start_PPI) begin  
			if(fscount == 2559 && delay_count < 3) begin
				delay_count<=delay_count+1;
			end
			else if (delay_count >= 3 && delay_count < 10) begin
				framesync <= 0;
				delay_count<=delay_count+1;
			end
			else begin
				framesync <=1;
				delay_count <= 0;
			end
		end
		else framesync<=0;
	end
	assign #7.5 ppi_clk = ~MINS_CLK5;
endmodule
--- flow/constraint.sdc ---
current_design ppi_mux

set clk_period 2.0
set clk_io_pct 0.2

create_clock -name clk0 -period $clk_period [get_ports {CLK25M}]
create_clock -name clk1 -period $clk_period [get_ports {MINS_CLK5}]

set non_clock_inputs [all_inputs -no_clocks]
set_input_delay [expr $clk_period * $clk_io_pct] -clock clk0 $non_clock_inputs
set_output_delay [expr $clk_period * $clk_io_pct] -clock clk0 [all_outputs]
--- flow/config.mk ---
export PLATFORM = sky130hd
export DESIGN_NAME = ppi_mux
export DESIGN_NICKNAME = ppi_mux
export VERILOG_FILES = /design/flow/design.v
export SDC_FILE = /design/flow/constraint.sdc
export NUM_CORES = 4
export LEC_CHECK = 1
export CORE_UTILIZATION = 50
==> flow_metrics.tcl <==
# flow metrics
set metrics [dict create \
    fp.dieW_um 68.3 \
    grt_start_max_net_pins 42 \
    layout.cells.most_common_list "59 x dfxtp_1, 45 x clkdlybuf4s50_1, 15 x nor2_1" \
    cts_tree "built" \
    instances_no_fill 276 \
    num_rows 23 \
    netlist_area_um2 2200 \
    vias 1379 \
    viasPerCell 5.00 \
    antenna_left 0 \
    ys_types 36 \
    yosys-stat-area_um2 2200 \
    core_um2 4120 \
    worst-path-max-fanout 2 \
    dpl.hpwl_um 2570 \
    io_pins 51 \
    cap_violations 0 \
    grt_pass1_wl_um 5530 \
    crit_slowest_cell "dlygate4sd2_1" \
    track_usage_pct 16.9 \
    endpoint_kind "primary output" \
    crit_family "buffers and inverters" \
    drtIter0Drc 50 \
    overflow 0 \
    warnings 34 \
    seq_area_frac_synth_pct 66.1 \
    syn_area_per_cell_um2 12.5 \
    total_power_mw 1.45 \
    diodes 0 \
    die_h_um 68.3 \
    area_delta_synth_final_pct 27.6 \
    untimed_endpoints 39 \
    fp-utilization_pct 53.4 \
    hold_viol_final 0 \
    skew_ns 0.164 \
    path_buffers 3 \
    drc_errors 0 \
    crit_chain "clkbuf_16 > inv_2 > dlygate4sd2_1" \
    wl_um 3610 \
    ir_drop_uv 310 \
    postLayoutCellArea_um2 2800 \
    synth_flops 68 \
    yosysWarnings 1 \
    finalSetupViolations 0 \
    placed_area_um2 2710 \
    grt_pass1_vias 1274 \
    crit_required_ns 1.60 \
    unclocked_pins 29 \
    lay_top_count "dfxtp_1" \
    rsz0062_at_grt "false" \
    grt_antenna_before_repair 0 \
    drtPass1Iterations 4 \
    gp_congestion 0.757 \
    wl_per_cell_um 13.1 \
    arrival_ns 1.34 \
    clk_pin_slew_worst_paths_ns 0.10 \
    slowest_delay_ns 0.18 \
    slew_viol_final 0 \
    dpl.cell_count 268 \
    critPathLaunchType "clock port" \
    leakage_nw 1.08 \
    ys_cells 175 \
    drive_above_1_share_pct 11.9 \
    outcome "finished, final reports clean" \
    tns_ns 0 \
    dieArea_um2 4660 \
    min_path_type "reg2reg" \
    netlist_instances 175 \
    port_buffers 46 \
    path_class "clk2out" \
    p_per_area_nw_per_um2 516 \
    utilization_pct 68.1 \
]
-- per-layer routing --
metal  vias to the layer above  GRT usage, %  routed length (um)
li1                        684             -                   -
met1                       646          25.6                1610
met2                        43          24.9                1690
met3                         6          6.42                 261
met4                         0          2.60                  51
met5                         -             0                   0
-- kinds of logic after synthesis --
kind of cell | after synthesis | synth area share (%)
AND/OR/NAND/NOR | 57 | 14.3
XOR/XNOR | 15 | 5.98
multiplexers | 12 | 6.15
AND-OR/OR-AND | 6 | 2.34
adder cells (fa/ha/maj) | 5 | 2.85
other | 1 | 0.171
flip-flops | 68 | 66.1
buffers and inverters | 11 | 2.11
-- synth_stat cells --
cell type / instances / area [um^2]
dfxtp_1: 59 / 1180
inv_1: 6 / 22.5
and4_1: 1 / 8.76
buf_4: 1 / 7.51
or3_1: 1 / 6.26
edfxtp_1: 9 / 270
conb_1: 1 / 3.75
xor2_1: 12 / 105
or4b_1: 1 / 10.0
nor3_1: 1 / 5.00
and2_1: 3 / 18.8
nor2b_1: 1 / 6.26
buf_2: 1 / 5.00
nor2b_2: 1 / 8.76
nor2_2: 2 / 12.5
nor3b_1: 1 / 7.51
a21boi_0: 1 / 7.51
nor2_1: 15 / 56.3
and2_0: 1 / 6.26
o21ai_0: 1 / 5.00
nand4_1: 5 / 31.3
nand3_1: 5 / 25.0
buf_1: 1 / 3.75
mux2_2: 12 / 135
a21oi_1: 1 / 5.00
and3_1: 4 / 25.0
and4_4: 2 / 22.5
a211o_1: 1 / 8.76
o31a_4: 1 / 17.5
ha_1: 5 / 62.6
clkbuf_1: 2 / 7.51
xnor2_1: 3 / 26.3
nand2_1: 8 / 30.0
o21bai_1: 1 / 7.51
or3b_1: 1 / 8.76
nor4_1: 4 / 25.0
-- area by class of cell --
class,count,area [um^2]
well taps,50,62.6
multi-input cells,97,702
clock inverters,2,8.76
flip-flops and latches,68,1450
repair buffers,46,458
fillers,296,1310
clock buffers,8,100
inverters,5,18.8
-- registers in the layout, summed over array words and instances (netlist names) --
register and count:
dataout 16, fscount 15, data1hold 12, data2hold 12
delay_count 6, pipeline_delay_count 3, CLK2 1, LED7 1
framesync 1, start_PPI 1
-- final timing paths --
kind	slack (ns)	start	cells after the start	end
worst max-delay path	0.26	MINS_CLK5	3	ppi_clk
worst min-delay path	0.38	fscount[1]$_SDFF_PN0_	0	dataout[14]$_DFF_P_
worst max register to register	0.35	fscount[0]$_DFF_P_	5	delay_count[0]$_DFFE_PP_
worst min register to register	0.38	fscount[1]$_SDFF_PN0_	0	dataout[14]$_DFF_P_
max in group clk1	0.59	fscount[2]$_SDFF_PN0_	4	fscount[11]$_SDFF_PN0_
min in group clk1	0.42	CLK2$_DFF_P_	1	CLK2$_DFF_P_
-- what timing repair did --
item,in CTS,in global routing
hold buffers,0,0
setup buffers,1,0
gates resized,3,0
endpoints found under the setup margin,1,0
-- worst register-to-register path: cells and delay by family (launching register included) --
kind / cells / cell delay [ns]
compound gates: 1 / 0.39
flops: 1 / 0.40
simple gates: 3 / 0.50
fa+ha+maj: 1 / 0.23
-- per-stage QoR --
stage	setup slack [ns]	hold slack, ns
after global routing	0.230	0.390
after floorplan	0.430	0.364
after detailed placement	0.137	0.373
after CTS	0.248	0.384
final	0.261	0.384
after global placement	0.137	0.371
-- report_power, final --
| group | leakage, nW | total (mW) | switching [mW] | internal [mW] |
|---|---|---|---|---|
| Clock | 0.0567 | 0.598 | 0.273 | 0.325 |
| Sequential | 0.577 | 0.797 | 0.000147 | 0.797 |
| Combinational | 0.450 | 0.0514 | 0.00720 | 0.0442 |
| Total | 1.08 | 1.45 | 0.280 | 1.17 |
Power and IR drop assume default switching activity.
